<file path="design/flow/run.sh">
#!/bin/bash
# OpenROAD 26Q1-2900-gdf79404cd8, Yosys 0.63+post, stock flow scripts
make -C /OpenROAD-flow-scripts/flow DESIGN_CONFIG=/design/flow/config.mk WORK_HOME=/design/flow/orfs finish
</file>
<file path="design/flow/config.mk">
export PLATFORM = sky130hd
export DESIGN_NAME = LEFTSHIFT
export DESIGN_NICKNAME = LEFTSHIFT
export VERILOG_FILES = /design/flow/design.v
export SDC_FILE = /design/flow/constraint.sdc
export NUM_CORES = 4
export LEC_CHECK = 1
export CORE_AREA = 10 10 70 70
export DIE_AREA = 0 0 80 80
</file>
<file path="design/flow/constraint.sdc">
current_design LEFTSHIFT

set clk_period 2.7
set clk_io_pct 0.2

create_clock -name clk0 -period $clk_period

set non_clock_inputs [all_inputs -no_clocks]
set_input_delay [expr $clk_period * $clk_io_pct] -clock clk0 $non_clock_inputs
set_output_delay [expr $clk_period * $clk_io_pct] -clock clk0 [all_outputs]
</file>
<file path="design/flow/design.v">
module mult2to1 (
    input signed data1,
    input signed data2,
    input SELECT,
    output reg signed OUTPUT
);
    always @(data1, data2, SELECT)
    begin
        case (SELECT)
            1'b0 : OUTPUT = data1;
            1'b1 : OUTPUT = data2;
        endcase
    end
endmodule
module mult3to1 (
    input signed data1, 
    input signed data2, 
    input signed data3, 
    input [1:0]SELECT,
    output reg signed OUTPUT
);
   always @(data1, data2, data3, SELECT)
    begin
        case (SELECT)
            2'b00 : OUTPUT = data1; 
            2'b01 : OUTPUT = data2; 
            2'b10 : OUTPUT = data3; 
        endcase
    end
endmodule
module LEFTSHIFT(
    input signed [7:0]DATA1,
    input signed [7:0]DATA2,
    output reg signed [7:0]RESULT
);
    wire [7:0] INTERMEDIATE [2:0];  
    mult2to1 m00(DATA1[0],1'b0,DATA2[0],INTERMEDIATE[0][0]);
    mult2to1 m01(DATA1[1],DATA1[0],DATA2[0],INTERMEDIATE[0][1]);
    mult2to1 m02(DATA1[2],DATA1[1],DATA2[0],INTERMEDIATE[0][2]);
    mult2to1 m03(DATA1[3],DATA1[2],DATA2[0],INTERMEDIATE[0][3]);
    mult2to1 m04(DATA1[4],DATA1[3],DATA2[0],INTERMEDIATE[0][4]);
    mult2to1 m05(DATA1[5],DATA1[4],DATA2[0],INTERMEDIATE[0][5]);
    mult2to1 m06(DATA1[6],DATA1[5],DATA2[0],INTERMEDIATE[0][6]);
    mult2to1 m07(DATA1[7],DATA1[6],DATA2[0],INTERMEDIATE[0][7]);
    mult2to1 m10(INTERMEDIATE[0][0],1'b0,DATA2[1],INTERMEDIATE[1][0]);
    mult2to1 m11(INTERMEDIATE[0][1],1'b0,DATA2[1],INTERMEDIATE[1][1]);
    mult2to1 m12(INTERMEDIATE[0][2],INTERMEDIATE[0][0],DATA2[1],INTERMEDIATE[1][2]);
    mult2to1 m13(INTERMEDIATE[0][3],INTERMEDIATE[0][1],DATA2[1],INTERMEDIATE[1][3]);
    mult2to1 m14(INTERMEDIATE[0][4],INTERMEDIATE[0][2],DATA2[1],INTERMEDIATE[1][4]);
    mult2to1 m15(INTERMEDIATE[0][5],INTERMEDIATE[0][3],DATA2[1],INTERMEDIATE[1][5]);
    mult2to1 m16(INTERMEDIATE[0][6],INTERMEDIATE[0][4],DATA2[1],INTERMEDIATE[1][6]);
    mult2to1 m17(INTERMEDIATE[0][7],INTERMEDIATE[0][5],DATA2[1],INTERMEDIATE[1][7]);
    mult2to1 m20(INTERMEDIATE[1][0],1'b0,DATA2[2],INTERMEDIATE[2][0]);
    mult2to1 m21(INTERMEDIATE[1][1],1'b0,DATA2[2],INTERMEDIATE[2][1]);
    mult2to1 m22(INTERMEDIATE[1][2],1'b0,DATA2[2],INTERMEDIATE[2][2]);
    mult2to1 m23(INTERMEDIATE[1][3],1'b0,DATA2[2],INTERMEDIATE[2][3]);
    mult2to1 m24(INTERMEDIATE[1][4],INTERMEDIATE[1][0],DATA2[2],INTERMEDIATE[2][4]);
    mult2to1 m25(INTERMEDIATE[1][5],INTERMEDIATE[1][1],DATA2[2],INTERMEDIATE[2][5]);
    mult2to1 m26(INTERMEDIATE[1][6],INTERMEDIATE[1][2],DATA2[2],INTERMEDIATE[2][6]);
    mult2to1 m27(INTERMEDIATE[1][7],INTERMEDIATE[1][3],DATA2[2],INTERMEDIATE[2][7]);
    always @(INTERMEDIATE[2]) begin
        #2 RESULT = (DATA2[3:0]==4'd8) ? 8'b0:INTERMEDIATE[2];
    end
endmodule
module RIGHTSHIFT(
    input signed [7:0]DATA1,
    input signed [7:0]DATA2,
    output reg signed [7:0]RESULT
);
    wire [7:0] INTERMEDIATE [2:0]; 
    wire M07,M16,M17,M23,M24,M25,M26; 
    mult2to1 m00(DATA1[0],DATA1[1],DATA2[0],INTERMEDIATE[0][0]);
    mult2to1 m01(DATA1[1],DATA1[2],DATA2[0],INTERMEDIATE[0][1]);
    mult2to1 m02(DATA1[2],DATA1[3],DATA2[0],INTERMEDIATE[0][2]);
    mult2to1 m03(DATA1[3],DATA1[4],DATA2[0],INTERMEDIATE[0][3]);
    mult2to1 m04(DATA1[4],DATA1[5],DATA2[0],INTERMEDIATE[0][4]);
    mult2to1 m05(DATA1[5],DATA1[6],DATA2[0],INTERMEDIATE[0][5]);
    mult2to1 m06(DATA1[6],DATA1[7],DATA2[0],INTERMEDIATE[0][6]);
    mult2to1 m07(DATA1[7],M07,DATA2[0],INTERMEDIATE[0][7]);
    mult3to1 select07(1'b0,DATA1[7],DATA1[0],DATA2[7:6],M07);
    mult2to1 m10(INTERMEDIATE[0][0],INTERMEDIATE[0][2],DATA2[1],INTERMEDIATE[1][0]);
    mult2to1 m11(INTERMEDIATE[0][1],INTERMEDIATE[0][3],DATA2[1],INTERMEDIATE[1][1]);
    mult2to1 m12(INTERMEDIATE[0][2],INTERMEDIATE[0][4],DATA2[1],INTERMEDIATE[1][2]);
    mult2to1 m13(INTERMEDIATE[0][3],INTERMEDIATE[0][5],DATA2[1],INTERMEDIATE[1][3]);
    mult2to1 m14(INTERMEDIATE[0][4],INTERMEDIATE[0][6],DATA2[1],INTERMEDIATE[1][4]);
    mult2to1 m15(INTERMEDIATE[0][5],INTERMEDIATE[0][7],DATA2[1],INTERMEDIATE[1][5]);
    mult2to1 m16(INTERMEDIATE[0][6],M16,DATA2[1],INTERMEDIATE[1][6]);
    mult3to1 select16(1'b0,INTERMEDIATE[0][6],INTERMEDIATE[0][0],DATA2[7:6],M16);
    mult2to1 m17(INTERMEDIATE[0][7],M17,DATA2[1],INTERMEDIATE[1][7]);
    mult3to1 select17(1'b0,INTERMEDIATE[0][7],INTERMEDIATE[0][1],DATA2[7:6],M17);
    mult2to1 m20(INTERMEDIATE[1][0],INTERMEDIATE[1][4],DATA2[2],INTERMEDIATE[2][0]);
    mult2to1 m21(INTERMEDIATE[1][1],INTERMEDIATE[1][5],DATA2[2],INTERMEDIATE[2][1]);
    mult2to1 m22(INTERMEDIATE[1][2],INTERMEDIATE[1][6],DATA2[2],INTERMEDIATE[2][2]);
    mult2to1 m23(INTERMEDIATE[1][3],INTERMEDIATE[1][7],DATA2[2],INTERMEDIATE[2][3]);
    mult2to1 m24(INTERMEDIATE[1][4],M24,DATA2[2],INTERMEDIATE[2][4]);
    mult3to1 select24(1'b0,INTERMEDIATE[1][4],INTERMEDIATE[1][0],DATA2[7:6],M24); 
    mult2to1 m25(INTERMEDIATE[1][5],M25,DATA2[2],INTERMEDIATE[2][5]);
    mult3to1 select25(1'b0,INTERMEDIATE[1][5],INTERMEDIATE[1][1],DATA2[7:6],M25); 
    mult2to1 m26(INTERMEDIATE[1][6],M26,DATA2[2],INTERMEDIATE[2][6]);
    mult3to1 select26(1'b0,INTERMEDIATE[1][6],INTERMEDIATE[1][2],DATA2[7:6],M26); 
    mult2to1 m27(INTERMEDIATE[1][7],M27,DATA2[2],INTERMEDIATE[2][7]);
    mult3to1 select27(1'b0,INTERMEDIATE[1][5],INTERMEDIATE[1][3],DATA2[7:6],M27); 
    always @(INTERMEDIATE[2]) begin
        if(DATA2[7:6]==2'b00)begin
            #2 RESULT=(DATA2[3:0]==4'd8)?8'b0:INTERMEDIATE[2];
        end
        else if(DATA2[7:6]==2'b01)begin 
            #2 RESULT =(DATA2[3:0]==4'd8)?{8{DATA1[7]}}:INTERMEDIATE[2];
        end
        else if(DATA2[7:6]==2'b10)begin
            #2 RESULT = INTERMEDIATE[2];
        end                                                                                                                                         
    end
endmodule
</file>
==> flow_summary.rst <==
Implementation results
======================

.. list-table::
   :header-rows: 1

   * - Metric
     - Value
   * - Number of input and output port buffers inserted
     - 20
   * - Status
     - finished clean
   * - Reported leakage power
     - 0.000253 uW
   * - Upper clock frequency limit
     - 375 MHz
   * - Syn Inst Count
     - 40
   * - Worst vdd rail ir drop
     - 19.2 uV
   * - X dimension of the die
     - 80 um
   * - Most common cell after layout, fill and taps aside
     - clkdlybuf4s50_1
   * - Cell with the largest stage delay on the worst path
     - clkdlybuf4s50_1
   * - Antenna violations before repair
     - 0
   * - Slew at the pin closest to its max-slew limit
     - 0.234 ns
   * - Number of hold violations in the final report
     - 0
   * - Tool warnings
     - 36
   * - Via count of the first global-routing pass
     - 411
   * - Design Power
     - 90.9 uW
   * - Number of instances on the worst hold path
     - 5
   * - Crit path launch type
     - input port
   * - Count of routing violations after the opening detailed-route iteration
     - 26
   * - Sequential fraction of the synthesis area
     - 0%
   * - Number of different library cells in the post-synthesis netlist
     - 22
   * - Critical path's most frequent cell
     - clkdlybuf4s50_1
   * - Boundary Pins
     - 24
   * - Worst slew margin relative to its limit
     - 84.1%
   * - Required time worst endpoint
     - 2.16 ns
   * - Worst endpoint data arrival time
     - 2.13 ns
   * - Number of sequential cells
     - 0
   * - Worst slack, placed
     - -0.246 ns
   * - Hold Crit Class
     - input port to output pin
   * - Detailed-route vias per instance
     - 3.59
   * - Final Cycle Share
     - 98.9%
   * - Min setup slack post-route
     - 0.0310 ns
   * - Floorplan row count
     - 21
   * - Placer congestion estimate
     - 0.801
   * - Number of nets with antenna violations after detailed routing
     - 0
   * - Initial core utilization
     - 8.61%
   * - Yosys Instances
     - 40
   * - Setup TNS
     - 0 ns
   * - Post-synthesis average cell area
     - 7.35 um^2
   * - Critical Path Max Stage Delay
     - 0.49 ns
   * - Hold_buf cts
     - 0
   * - Critical-path maximum fanout
     - 8
   * - Ratio of cells with drive above 1 in the final layout
     - 29.9%
   * - Core area
     - 3420 um^2
   * - First-pass GRT wire length
     - 1920 um
   * - Area growth from synthesis to final layout
     - 111%
   * - Yosys stat area
     - 294 um^2
   * - Final Max-Slew Violation Tally
     - 0
   * - Cell-by-cell trace of the critical path
     - clkdlybuf4s50_1 -> buf_6 -> or3_1 -> a21oi_1 -> clkdlybuf4s50_1
   * - Clock buf count
     - 0
   * - Combined buffer and inverter count along the critical path
     - 3
   * - Crit path capture type
     - output pin
   * - Maximum number of pins on one net before global-route repair
     - 11
   * - Post-route core utilization
     - 18.1%
   * - YS warnings
     - 2
   * - Vias after detailed routing
     - 406
   * - Routed Wire Length
     - 1150 um
   * - Seq. cell area
     - 0 um^2
   * - Residual DRC count
     - 0
   * - Most frequent cells in the layout
     - clkdlybuf4s50_1 (15), buf_4 (10), mux2i_1 (6)
   * - Chip Footprint
     - 6400 um^2
   * - Hold path start
     - DATA1[2]
   * - Final-report setup violation count
     - 0
   * - Number of violations of the max-capacitance limit
     - 0
   * - Synth Cell Area
     - 294 um^2
   * - Crit path time final
     - 2.67 ns
   * - Areal power density over the cells
     - 147 nW/um^2
   * - Total antenna diodes in the routed design
     - 0
   * - Chip height
     - 80 um
   * - Setup repair after global routing missed its margin
     - no
   * - First-pass iteration count of the detailed router
     - 3
   * - Final cell count without fillers
     - 113
   * - Aggregate global-route resource usage
     - 3.54%
   * - Crit Path Category
     - input port to output pin
   * - Final global-route overflow total
     - 0
   * - DR WL/cell
     - 10.2 um
   * - Depth of the critical timing path with buffers and inverters included
     - 5
   * - Number of instances in the placed design
     - 113
   * - Cell family with most CP delay
     - buffers and inverters
   * - Worst setup path start
     - DATA2[1]
==> synth_stat cells (all sizes together) <==
| cell type | count | area share, % |
|---|---|---|
| a21oi | 4 | 6.8 |
| nand2 | 1 | 1.3 |
| clkbuf | 2 | 2.6 |
| nor2b | 1 | 2.1 |
| a221oi | 1 | 5.1 |
| o21a | 2 | 5.1 |
| nand2b | 3 | 7.2 |
| mux2i | 7 | 24 |
| or3 | 1 | 2.1 |
| o22ai | 1 | 2.1 |
| o31a | 1 | 3.0 |
| and2b | 1 | 3.0 |
| or3b | 1 | 3.0 |
| or2 | 1 | 2.1 |
| nor3 | 2 | 3.4 |
| a21o | 1 | 2.6 |
| a221o | 2 | 7.7 |
| nor3b | 3 | 7.7 |
| buf | 2 | 5.5 |
| nor2 | 3 | 3.8 |
==> where the power goes <==
group / internal (uW) / switching, uW
clock network: 0 / 0
registers: 0 / 0
logic: 58.9 / 32.0
==> layer usage <==
| layer | part of all wire, % | global-route usage (%) | vias up |
|---|---|---|---|
| met2 | 40 | 5.38 | 15 |
| met5 | 0 | 0 | - |
| met1 | 45 | 4.76 | 183 |
| met3 | 15 | 1.59 | 0 |
| met4 | 0 | 0 | 0 |
| li1 | - | - | 208 |
==> cell families (layout without fill, tap and decap cells) <==
family	Yosys count	count (layout)	share of synthesized area (%)
simple gates	17	17	35.7
compound gates	12	12	32.3
mux	7	7	23.8
buf+inv	4	31	8.08
==> through the flow <==
| step | hold slack (ns) | area (um^2) |
|---|---|---|
| after floorplan | 1.10 | 294 |
| after global placement | 2.16 | 611 |
| after detailed placement | 2.15 | 611 |
| after CTS | 1.90 | 611 |
| after global routing | 1.92 | 619 |
| final | 1.80 | 619 |
==> final timing paths <==
kind                  slack (ns)        end
worst min-delay path        1.80  RESULT[6]
worst max-delay path        0.03  RESULT[3]
==> repair_timing <==
| action | in CTS | in global routing |
|---|---|---|
| gates resized | 6 | 5 |
| buffers inserted | 0 | 0 |
| setup endpoints to repair | 7 | 5 |
| pin swaps | 1 | 0 |
==> cell type report <==
class	count	area, um^2
repair buffers	31	280
well taps	46	57.6
fillers	390	2800
multi-input cells	36	282
Power and IR drop assume default switching activity.
