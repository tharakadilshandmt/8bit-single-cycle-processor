--- /design/flow/design.v ---
module half_adder(
    input  DATA1,DATA2,
    output  sum,carry
);
    assign sum = DATA1 ^ DATA2;  
    assign carry = DATA1 & DATA2; 
endmodule
module full_adder(
    input  A,B,CIN,
    output sum ,cout
);
    wire  sum1,c1,c2; 
    wire [7:0] AB,AXORB,CAXORB,ABC;
    half_adder HA1(
        .DATA1(A),
        .DATA2(B),
        .sum(sum1),
        .carry(c1)
    );
    half_adder HA2(
        .DATA1(sum1),
        .DATA2(CIN),
        .sum(sum),
        .carry(c2)
    );
    assign cout = c1 | c2;
endmodule
module multiplier(
    input signed [7:0] A,B,  
    output signed [7:0] RESULT
);
    wire [7:0] S0,S1,S2,S3,S4,S5,S6,S7;  
    wire [7:0] C0,C1,C2,C3,C4,C5,C6,C7;  
    wire [7:0] TEMPRESULT;  
    assign TEMPRESULT[0] = A[0] & B[0];
    half_adder HA1(A[1]&B[0],A[0]&B[1],TEMPRESULT[1],C0[0]);
    full_adder FA1(A[2]&B[0],A[1]&B[1],C0[0],S0[0],C1[0]); 
    full_adder FA2(A[3]&B[0],A[2]&B[1],C1[0],S1[0],C2[0]);
    full_adder FA3(A[4]&B[0],A[3]&B[1],C2[0],S2[0],C3[0]);
    full_adder FA4(A[5]&B[0],A[4]&B[1],C3[0],S3[0],C4[0]);
    full_adder FA5(A[6]&B[0],A[5]&B[1],C4[0],S4[0],C5[0]);
    full_adder FA6(A[7]&B[0],A[6]&B[1],C5[0],S5[0],C6[0]);
    half_adder FA7(S0[0],A[0]&B[2],TEMPRESULT[2],C0[1]);
    full_adder FA8(S1[0],A[1]&B[2],C0[1],S0[1],C1[1]);
    full_adder FA9(S2[0],A[2]&B[2],C1[1],S1[1],C2[1]);
    full_adder FA10(S3[0],A[3]&B[2],C2[1],S2[1],C3[1]);
    full_adder FA11(S4[0],A[4]&B[2],C3[1],S3[1],C4[1]);
    full_adder FA12(S5[0],A[5]&B[2],C4[1],S4[1],C5[1]);
    half_adder FA15(S0[1],A[0]&B[3],TEMPRESULT[3],C0[2]);
    full_adder FA16(S1[1],A[1]&B[3],C0[2],S0[2],C1[2]);
    full_adder FA17(S2[1],A[2]&B[3],C1[2],S1[2],C2[2]);
    full_adder FA18(S3[1],A[3]&B[3],C2[2],S2[2],C3[2]);
    full_adder FA19(S4[1],A[4]&B[3],C3[2],S3[2],C4[2]);
    half_adder FA22(S0[2],A[0]&B[4],TEMPRESULT[4],C0[3]);
    full_adder FA23(S1[2],A[1]&B[4],C0[3],S0[3],C1[3]);
    full_adder FA24(S2[2],A[2]&B[4],C1[3],S1[3],C2[3]);
    full_adder FA25(S3[2],A[3]&B[4],C2[3],S2[3],C3[3]);
    half_adder FA28(S0[3],A[0]&B[5],TEMPRESULT[5],C0[4]);
    full_adder FA29(S1[3],A[1]&B[5],C0[4],S0[4],C1[4]);
    full_adder FA30(S2[3],A[2]&B[5],C1[4],S1[4],C2[4]);
    half_adder FA32(S0[4],A[0]&B[6],TEMPRESULT[6],C0[5]);
    full_adder FA33(S1[4],A[1]&B[6],C0[5],S0[5],C1[5]);
    half_adder FA35(S0[5],A[0]&B[7],TEMPRESULT[7],C0[6]);
    assign #2 RESULT = TEMPRESULT; 
endmodule
--- /design/flow/run.sh ---
#!/bin/bash
# OpenROAD 26Q1-2900-gdf79404cd8, Yosys 0.63+post, stock flow scripts
make -C /OpenROAD-flow-scripts/flow DESIGN_CONFIG=/design/flow/config.mk WORK_HOME=/design/flow/orfs finish
--- /design/flow/config.mk ---
export PLATFORM = sky130hd
export DESIGN_NAME = multiplier
export DESIGN_NICKNAME = multiplier
export VERILOG_FILES = /design/flow/design.v
export SDC_FILE = /design/flow/constraint.sdc
export NUM_CORES = 4
export LEC_CHECK = 1
export CORE_AREA = 10 10 80 80
export DIE_AREA = 0 0 90 90
--- /design/flow/constraint.sdc ---
current_design multiplier

set clk_period 11.9
set clk_io_pct 0.2

create_clock -name clk0 -period $clk_period

set non_clock_inputs [all_inputs -no_clocks]
set_input_delay [expr $clk_period * $clk_io_pct] -clock clk0 $non_clock_inputs
set_output_delay [expr $clk_period * $clk_io_pct] -clock clk0 [all_outputs]
==> impl_metrics.env <==
# yosys + openroad results
export IMPL_dp_hpwl_um=1630
export IMPL_timing_hold_violations_final=0
export IMPL_yosysWarnings=0
export IMPL_status="completed"
export IMPL_hold_path_cell_count=4
export IMPL_drive_gt1_share_pct=6.60
export IMPL_crit_chain="clkdlybuf4s50_1 -> and2_1 -> ha_1 -> inv_1 -> fa_1 -> fa_1 -> inv_1 -> fa_1 -> fa_1 -> fa_1 -> fa_1 -> fa_1 -> fa_1 -> inv_1 -> fa_1 -> inv_1 -> ha_1 -> xnor2_1 -> xnor2_1 -> xnor2_1 -> xnor3_1 -> clkdlybuf4s50_1"
export IMPL_wl_per_cell_um=10.2
export IMPL_dieWidth_um=90
export IMPL_worstPathRequired_ns=9.52
export IMPL_cpMostUsedCell="fa_1"
export IMPL_drt_vias_per_instance=3.27
export IMPL_ys_chip_area_um2=773
export IMPL_synth_cell_types=11
export IMPL_stdcell_area_um2=1070
export IMPL_area_growth_pct=38.0
export IMPL_slowest_delay_ns=0.56
export IMPL_cp_arrival_ns=8.90
export IMPL_gp_congestion=0.793
export IMPL_die_y_um=90
export IMPL_mostFrequentLayoutCell="clkdlybuf4s50_1"
export IMPL_maxSlewViolCount=0
export IMPL_post_cts_setup_buffers=0
export IMPL_worstHoldStart="B[6]"
export IMPL_ios=24
export IMPL_crit_fanout=7
export IMPL_regArea_um2=0
export IMPL_crit_type="in2out"
export IMPL_worst_slack_ns=0.623
export IMPL_grt_first_pass_wirelength_um=3170
export IMPL_vias=566
export IMPL_final_util_pct=22.6
export IMPL_endpoint_kind="output pin"
export IMPL_dpl_cell_area_um2=1070
export IMPL_fin_crit_ns=11.28
export IMPL_first_pass_iters=2
export IMPL_syn_cell_area_um2=773
export IMPL_ant_nets=0
export IMPL_fill_cells=524
export IMPL_fin_setup_tns_ns=0
export IMPL_wl_um=1770
export IMPL_worstMarginPinSlew_ns=0.229
export IMPL_yosys_cells=86
export IMPL_hp_class="in2out"
export IMPL_core_um2=4720
export IMPL_cts_hold_buffers=0
export IMPL_fin_crit_sh_pct=94.8
export IMPL_cpMaxStageDelayCell="clkdlybuf4s50_1"
export IMPL_irDropWorstVdd_mv=0.0625
export IMPL_flops=0
export IMPL_hold_worst_slack_ns=5.92
export IMPL_p_per_area_nw_per_um2=101
export IMPL_relSlewSlack_pct=84.7
export IMPL_die_area_um2=8100
export IMPL_grt_overflow=0
export IMPL_drv_cap=0
export IMPL_cts_resized=0
export IMPL_io_buffers=24
export IMPL_grt_pass1_vias=650
export IMPL_antenna_found_initial=0
export IMPL_critPathLaunchType="input port"
export IMPL_warnings=32
export IMPL_leakage_nw=0.454
export IMPL_hold_path_endpoint="RESULT[6]"
export IMPL_grt_start_max_net_pins=8
export IMPL_drc_errors=0
export IMPL_clockBufferCount=0
export IMPL_diodes=0
export IMPL_grtUsageTotal_pct=4.65
export IMPL_ys_seq_share_pct=0
export IMPL_clock_fmax_ghz=0.0887
export IMPL_netlist_instances=86
export IMPL_setup_violations=0
export IMPL_rsz0062_at_grt="false"
export IMPL_fp_util_pct=16.4
export IMPL_mostFrequentLayoutCells="24 x clkdlybuf4s50_1, 16 x nand2_1, 16 x and2_1"
export IMPL_synth_area_per_cell_um2=8.99
export IMPL_rows=25
export IMPL_comb_area_um2=683
export IMPL_drtIter0Drc=10
export IMPL_dp_slack_ns=0.551
[per-layer routing]
layer / wire length [um] / vias up / part of all wire [%] / global-route usage, %
li1: - / 289 / - / -
met1: 835 / 265 / 47 / 5.99
met2: 873 / 12 / 49 / 8.60
met3: 58 / 0 / 3.3 / 0.587
met4: 0 / 0 / 0 / 0
met5: 0 / - / 0 / 0
[cell usage after synthesis]
master / instances / share of area (%)
nand2_2: 1 / 0.81
xnor3_1: 1 / 2.9
fa_1: 15 / 39
buf_4: 7 / 6.8
xor2_1: 2 / 2.3
and2_2: 3 / 2.9
and2_1: 16 / 13
nand2_1: 16 / 7.8
ha_1: 6 / 9.7
inv_1: 10 / 4.9
xnor2_1: 9 / 10
[report_power, final]
| part | internal, mW | switching, mW | total [mW] |
|---|---|---|---|
| logic | 0.0700 | 0.0372 | 0.107 |
| clock network | 0 | 0 | 0 |
| registers | 0 | 0 | 0 |
| total | 0.0700 | 0.0372 | 0.107 |
[through the flow]
step | instances | power, mW
floorplan | 86 | 0.0797
global placement | 173 | 0.112
detailed placement | 173 | 0.111
CTS | 173 | 0.112
global route | 173 | 0.124
finish | 173 | 0.107
[how the worst max path moves through the flow]
stage	start	end	slack, ns
4_1_cts	B[1]	RESULT[7]	0.56
5_1_grt	B[1]	RESULT[7]	0.29
6_report	B[1]	RESULT[7]	0.62
[layout make-up]
class / count / share of cell area [%]
Timing Repair Buffer: 27 / 24.6
Tap cell: 67 / 7.85
Multi-Input combinational cell: 69 / 64.0
Inverter: 10 / 3.52
[critical path: cells and delay by family]
| family | cells | cell delay, ns |
|---|---|---|
| simple gates | 1 | 0.15 |
| fa+ha+maj | 11 | 4.48 |
| xor+xnor | 4 | 0.69 |
| buf+inv | 6 | 1.17 |
[cells by family after synthesis]
logic type | share of synthesized area, %
buf+inv | 11.7
fa+ha+maj | 48.5
simple gates | 24.4
xor+xnor | 15.4
No activity file was given, so power comes from the tool's default toggle rates.
