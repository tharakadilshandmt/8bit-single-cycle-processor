==> flow/constraint.sdc <==
current_design pcadder

set clk_period 7.9
set clk_io_pct 0.2

create_clock -name clk0 -period $clk_period [get_ports {CLK}]

set non_clock_inputs [all_inputs -no_clocks]
set_input_delay [expr $clk_period * $clk_io_pct] -clock clk0 $non_clock_inputs
set_output_delay [expr $clk_period * $clk_io_pct] -clock clk0 [all_outputs]
==> flow/design.v <==
module pcadder (
    output reg [31:0] PC,
    input CLK,
    input RESET ,
    input signed [7:0] RD_OFFSET,
    input BRANCH,JUMP,ZERO
);
    wire BEQSELECT;
    wire [31:0] PCPLUS4;
    wire[31:0] BEQADDRESS;
    wire signed [31:0] SHIFTLEFTADDRESS;
    wire[31:0] NEXTPC;
    reg signed [31:0]  SIGNEXTNDVALUE;
       always @(RD_OFFSET) begin
        if(RD_OFFSET[7]==1'b0)begin  
            SIGNEXTNDVALUE<=  {24'b000000000000000000000000,RD_OFFSET};
        end
        else if(RD_OFFSET[7]==1'b1)begin 
            SIGNEXTNDVALUE<={24'b111111111111111111111111,RD_OFFSET};
        end
    end
    assign  PCPLUS4 =PC+4; 
    assign #2 SHIFTLEFTADDRESS=(PC+4)+(SIGNEXTNDVALUE<<2);
    and(BEQSELECT,BRANCH,ZERO);
    assign BEQADDRESS=BEQSELECT?SHIFTLEFTADDRESS:PCPLUS4;
    assign NEXTPC=JUMP?SHIFTLEFTADDRESS:BEQADDRESS;
     always @(posedge CLK ) begin
        if(RESET)begin
            PC<= #1 0; 
        end
        else begin
           PC<= #1 NEXTPC;
        end
    end
endmodule
==> flow/config.mk <==
export PLATFORM = sky130hd
export DESIGN_NAME = pcadder
export DESIGN_NICKNAME = pcadder
export VERILOG_FILES = /design/flow/design.v
export SDC_FILE = /design/flow/constraint.sdc
export NUM_CORES = 4
export LEC_CHECK = 1
export CORE_UTILIZATION = 40
==> flow/run.sh <==
#!/bin/bash
# OpenROAD 26Q1-2900-gdf79404cd8, Yosys 0.63+post, stock flow scripts
make -C /OpenROAD-flow-scripts/flow DESIGN_CONFIG=/design/flow/config.mk WORK_HOME=/design/flow/orfs finish
==> flow_summary.toml <==
# generated from flow reports
[cells_and_area]
area_delta_synth_final_pct = 17.8
largest_reg_flops = 30
drive_gt1_share_pct = 4.99
fin_cells = 583
regMostFlops = "PC"
reg.largest.list = "PC (30)"

[grt]
grt_max_degree = 34
grt_pass1_wl_microns = 15000
antenna_found_initial = 0
grt-ovfl-total = 0
grt_pass1_vias = 3077
grtUsageTotal_pct = 22.1

[power_and_ir_drop]
pwr-share-comb_pct = 57.7
seq_power_share_pct = 26.2
total_leakage_power_nw = 1.65
p_sw_mw = 0.369
power.share.switching_pct = 42.6
p_int_mw = 0.496
ir_drop_v = 0.000107
fin_total_pwr_mw = 0.865
pwr-share-clk_pct = 16.1
p_per_area_nw_per_um2 = 223

[route]
detail-route-antenna-nets = 0
num_antenna_cells = 0
firstDrtPassIters = 5
routed_wl_microns = 9100
vias_per_cell = 5.58
wl_per_cell_microns = 15.6
drc = 0
via_count = 3252
drt_iter0_drc = 240

[synth]
ys_sh_aoi_pct = 23.5
yosys.stat.seqShare_pct = 18.3
ys_area_sq_um = 3290
ys_sh_mux_pct = 0.305
synth.top_cell.area_share_pct = 18.3
async_flop_share_pct = 0
ys_sh_simple_pct = 26.0
yosys.cell_types.count = 57
yosys_warnings = 1
topCellsByArea = "dfxtp_1 (18%), ha_1 (14%), xnor2_1 (9.1%)"
syn_inst = 446
logic_family = "simple AND/OR/NAND/NOR gates"
yosys_most_used_dff = "dfxtp_1"
top_cell = "a21oi_1"
xor_share_pct = 12.8
synth-edff-count = 0
ys_cells = 446
top_cells_by_count = "a21oi_1 (55), nand2_1 (47), nor2_1 (44), ha_1 (37), xnor2_1 (34)"
yosys.area.top_type = "dfxtp_1"
synth.cell_area_sq_um = 3290
fa_ha_area_share_pct = 14.7
numSynthFlops = 30
avgSynthCellArea_sq_um = 7.37

[clocking]
clock_sinks = 30
cts_tree = "built"
cts-buffers-inserted = 5
cts_root_buf = "clkbuf_8"
post_cts_buffers = 0
clockBufferDepth = 2
insertion_delay_ps = 300
htree_levels = 2
path_clk_slew_ps = 80
ctsResizeCount = 0
hold_buffers = 0

[placed_design]
dp.cells = 575
dp_hpwl_microns = 6850
gp_congestion = 0.928
io_buffers = 42

[timing]
timing.final.crit_share_pct = 54.5
fmax_mhz = 232
fin_crit_ps = 4310
slew_headroom_pct = 66.8
setup_tns_ps = 0
drv_slew = 0
setup_viol = 0
worst_pin_slew_ps = 496
hold_viol = 0
fin_skew_ps = 11.3
rsz0062_at_grt = "false"

[floorplan]
rows = 32
die_area_sq_um = 8580
die_w_microns = 92.7
fp_util_pct = 41.9
core_sq_um = 7850
die_h_microns = 92.7
ios = 45

[setup_path]
cp-start-kind = "input port"
crit_type = "in2reg"
endpoint_kind = "flip-flop"
rrSetupSlack_ps = 3780
arrival_ps = 4500
path_max_fanout = 4
cp_data_required_time_ps = 8090

[job]
maxCapViolCount = 0
warnings = 32

[run_status]
status = "complete, no violations"

[worst_hold_path]
min_path_type = "reg2reg"
==> final timing paths <==
| check | from | to | depth (start not counted) |
|---|---|---|---|
| setup / recovery | RD_OFFSET[0] | PC[28] | 12 |
| hold reg to reg | PC[9] | PC[9] | 3 |
| hold / removal | PC[9] | PC[9] | 3 |
| setup reg to reg | PC[4] | PC[30] | 16 |
==> routing by layer <==
| layer | routed length, microns | up-vias | global-route usage [%] | part of all wire (%) |
|---|---|---|---|---|
| met2 | 3860 | 101 | 33.0 | 42 |
| met4 | 140 | 0 | 2.82 | 1.5 |
| met5 | 0 | - | 0 | 0 |
| met3 | 581 | 12 | 3.84 | 6.4 |
| met1 | 4520 | 1474 | 34.6 | 50 |
| li1 | - | 1665 | - | - |
==> metrics by stage <==
| stage | utilization [%] | hold WS [ps] | instance area, sq um | worst slack (ps) |
|---|---|---|---|---|
| 2_1_floorplan | - | 538 | 3290 | 4130 |
| 3_3_place_gp | 48.2 | 617 | 3780 | 3320 |
| 3_5_place_dp | 48.2 | 616 | 3780 | 3260 |
| 4_1_cts | 49.3 | 627 | 3870 | 3570 |
| 5_1_grt | 49.3 | 652 | 3870 | 3280 |
| 6_report | 49.3 | 616 | 3870 | 3590 |
==> logic make-up after synthesis <==
family / after synthesis
XOR/XNOR: 48
AND/OR/NAND/NOR: 173
other: 1
flip-flops: 30
buffers and inverters: 34
adder cells (fa/ha/maj): 38
multiplexers: 1
AND-OR/OR-AND: 121
==> power groups by stage <==
stage	clock network (mW)	registers, mW	logic, mW
5_1_grt	0.149	0.233	0.552
4_1_cts	0.142	0.227	0.498
6_report	0.139	0.226	0.499
==> critical path, cell delays in order <==
cell,delay [ps]
clkdlybuf4s50_1,400
ha_1,220
fa_1,420
a21oi_1,200
o21ai_1,80
a21oi_1,340
o21bai_1,140
o21ai_1,300
nor3_1,140
nor4b_2,320
nor4_1,80
a221o_1,260
==> cell type report <==
cell class / count / area [sq um]
clock buffer: 7 / 86.3
clock inverter: 1 / 5.00
fill: 812 / 3980
inverter: 14 / 52.6
multi-input combinational: 383 / 2550
sequential: 30 / 601
tap: 102 / 128
timing repair buffer: 46 / 450
==> cells in the final DEF, fill, tap and decap left out, types with 2 or more instances in the layout <==
cell type        count
buf_4                4
a211oi_1             7
or3_1                3
nand2b_1             2
and3_1               8
clkbuf_8             6
o21a_1               3
nand3_1             23
xor2_1              14
ha_1                37
a21oi_2              2
o21ai_1              6
clkdlybuf4s50_1     42
nor4_1               4
o21bai_1             4
o211ai_1             4
nand4_1             13
a21o_1              13
dfxtp_1             30
and2_1               2
a21oi_1             54
o21ai_0             15
conb_1               2
a221o_1              2
nor2b_1              4
inv_1               13
nor3b_1              2
nor3_1               9
nand3b_1             2
xnor2_1             34
nor2_1              44
nand2_1             47
Power figures rest on the tool's default switching activity, not on a simulated workload.
